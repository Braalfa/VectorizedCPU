<file path="flow/config.mk">
export PLATFORM = sky130hd
export DESIGN_NAME = vectorMultiplier
export DESIGN_NICKNAME = vectorMultiplier
export VERILOG_FILES = /design/flow/design.v
export SDC_FILE = /design/flow/constraint.sdc
export NUM_CORES = 4
export LEC_CHECK = 1
export CORE_UTILIZATION = 30
export SYNTH_HDL_FRONTEND = slang
</file>
<file path="flow/constraint.sdc">
current_design vectorMultiplier

set clk_period 4.9
set clk_io_pct 0.2

create_clock -name clk0 -period $clk_period

set non_clock_inputs [all_inputs -no_clocks]
set_input_delay [expr $clk_period * $clk_io_pct] -clock clk0 $non_clock_inputs
set_output_delay [expr $clk_period * $clk_io_pct] -clock clk0 [all_outputs]
</file>
<file path="flow/design.v">
module vectorMultiplier #(parameter DATA_WIDTH = 8, parameter LANES = 6)( 
				 input [LANES-1:0][DATA_WIDTH-1:0] operand1,
				 input [LANES-1:0][DATA_WIDTH-1:0] operand2,
				 output logic [LANES-1:0][DATA_WIDTH-1:0] out
			);
	always_comb begin 
		integer i;
		for(i = 0; i<LANES; i++) begin 
			out[i] = (operand1[i]*operand2[i]);
		end
	end
endmodule 
</file>
<file path="flow/run.sh">
#!/bin/bash
# OpenROAD 26Q1-2900-gdf79404cd8, Yosys 0.63+post, stock flow scripts
make -C /OpenROAD-flow-scripts/flow DESIGN_CONFIG=/design/flow/config.mk WORK_HOME=/design/flow/orfs finish
</file>
==> impl_metrics.yaml <==
# yosys + openroad results
floorplanning:
  io_pins: 144
  die_area_mm2: 0.01836
  die_x_um: 135.5
  die_h_um: 135.5
  core_util_floorplan: 0.3080
  num_rows: 48
  coreArea_mm2: 0.01736
finish:
  layout_top_cells: "inv_1 (105), and2_1 (90), buf_4 (89)"
  sequential_cell_total: 0
  mostFrequentLayoutCell: "inv_1"
  flop_area_um2: 0
  fillers: 1634
  nClkBuffers: 0
  logic_area_mm2: 0.005460
  drive_gt1_frac: 0.3661
  area_delta_synth_final_pct: 57.66
  post-route-util: 0.4857
drt:
  drc: 0
  wl_per_cell_um: 11.07
  vias: 4562
  first_pass_iters: 4
  vias_per_cell: 4.151
  drt-total-wl_mm: 12.17
  drt_iter0_drc: 57
  diodes: 0
  antenna_left: 0
placement:
  gp_congestion: 0.9196
  post-place-ws_ns: -1.200
  dp_hpwl_mm: 10.75
  port_buffers: 144
global_routing:
  grt_max_degree: 9
  first_global_vias: 4650
  grt_use_total: 0.1441
  grt_pass1_wl_mm: 20.96
  overflow: 0
  antenna_found_initial: 0
outcome:
  violations: "negative setup slack"
  status: "finished, violations left"
critical_path:
  worstPathArrival_ns: 4.11
  cp_max_fo: 4
  path_class: "in2out"
  cp-end-kind: "output pin"
  critPathRequiredTime_ns: 3.92
  startpoint_type: "input pin"
hold_path:
  hold_path.class: "in2out"
  min-delay-start: "operand2[35]"
  whs_path_depth: 5
  hold-path-endpoint: "out[39]"
power:
  seqPwrFrac: 0
  p_int_uw: 1088
  switching_share: 0.3882
  combPwrFrac: 1.000
  power_density_mw_per_mm2: 211.0
  p_leak_uw: 0.004351
  power.share.clock: 0
  power.switching_uw: 690.4
  vdd_ir_drop_max_mv: 0.1875
yosys:
  ys_types: 10
  synth_top_area_share: 0.2696
  yosysWarnings: 0
  synth.top_cells.by_area: "fa_1 (27%), ha_1 (22%), and2_1 (15%), inv_1 (9.8%), xnor2_1 (9.3%)"
  ys_seq_share: 0
  synth_area_leader_cell: "fa_1"
  ys_cells: 629
  syn_inst: 629
  ys_area_mm2: 0.005346
  syn-mean-instance-area_um2: 8.500
  netlist_area_mm2: 0.005346
timing:
  tns_ns: -0.5570
  setup_viol: 6
  slew_headroom: 0.8002
  worst_pin_slew_ns: 0.2976
  timing.fmax_ghz: 0.1966
  finalWorstSetupSlack_ns: -0.1863
  post-route-min-period_ns: 5.086
  slew_violations: 0
  fin_crit_sh: 1.038
  rsz0062_at_grt: "true"
  hold_viol: 0
flow_run:
  max-cap-violations: 0
  tool_warnings: 34
cts:
  holdBufCountCts: 0
synth_stat cells, drive strengths merged:
cell / n
inv: 139
and2: 124
ha: 96
nand2: 92
fa: 72
xnor2: 57
xnor3: 14
a21o: 12
a21oi: 12
xor2: 11
repair_timing:
item	4_1_cts	5_1_grt
buffers inserted	7	8
gates resized	417	93
hold endpoints to repair	0	0
pin swaps	118	87
endpoints found under the setup margin	24	17
worst max path at each step:
stage	from	depth (start not counted)	slack (ns)	to
after CTS	operand1[10]	14	-0.23	out[15]
final	operand1[42]	14	-0.19	out[47]
after global routing	operand1[42]	14	-0.31	out[47]
power groups by stage:
stage                 combinational [µW]  sequential [µW]  clock [µW]
after CTS                           1780                0           0
after global routing                2010                0           0
final                               1780                0           0
worst max-delay path, stage by stage:
cell,delay (ns)
buf_8,0.10
buf_6,0.10
and2_4,0.13
fa_1,0.59
ha_4,0.22
fa_1,0.52
inv_1,0.05
fa_1,0.49
inv_2,0.04
ha_4,0.21
a21oi_2,0.13
xnor3_1,0.24
xnor3_1,0.18
buf_2,0.13
kinds of logic (layout without fill, tap and decap cells):
logic type | count (synthesis) | after routing | synth area share
and+or+nand+nor | 216 | 216 | 0.2097
buffers and inverters | 139 | 384 | 0.09759
AOI/OAI and AO/OA | 24 | 24 | 0.02808
adders and majority gates | 168 | 168 | 0.4943
xor gates and xnor gates | 82 | 82 | 0.1704
per-stage QoR:
| step | total power, µW | instance area, µm² | hold slack, ns | cells |
|---|---|---|---|---|
| floorplan | 857.9 | 5456 | 2.032 | 629 |
| global placement | 1695 | 7848 | 3.040 | 1087 |
| detailed placement | 1700 | 7848 | 3.048 | 1087 |
| CTS | 1778 | 8224 | 2.621 | 1093 |
| global route | 2013 | 8429 | 2.666 | 1099 |
| finish | 1779 | 8429 | 2.620 | 1099 |
cell type report:
class                           count  share of cell area
Inverter                          139             0.06190
Multi-Input combinational cell    490              0.6478
Tap cell                          225             0.03340
Timing Repair Buffer              245              0.2569
per-layer routing:
layer,vias to the layer above,wire length (µm),track usage
li1,2382,-,-
met1,2071,5987,0.2224
met2,105,5528,0.2382
met3,4,605,0.01107
met4,0,48,0.004994
met5,-,0,0
No activity file was given, so power comes from the tool's default toggle rates.
