==> design/flow/design.v <==
module multiplicador #(parameter n = 5) (input signed [n-1:0] A, 
													  input signed [n-1:0] B, 
													  output reg [n-1:0] out,
													  output bit overflow,
													  output bit car);
	reg [2*n-2:0] multi;	
	assign car = 0;
	always_comb  begin
		multi = A*B;
		out[n-1:0] = multi[n-1:0];
		case (multi[2*n-2:n-1])
			{(n){1'b1}}: overflow = 0;
			{(n){1'b0}}: overflow = 0;
			default: overflow = 1;
		endcase
	end
endmodule
==> design/flow/run.sh <==
#!/bin/bash
# OpenROAD 26Q1-2900-gdf79404cd8, Yosys 0.63+post, stock flow scripts
make -C /OpenROAD-flow-scripts/flow DESIGN_CONFIG=/design/flow/config.mk WORK_HOME=/design/flow/orfs finish
==> design/flow/config.mk <==
export PLATFORM = sky130hd
export DESIGN_NAME = multiplicador
export DESIGN_NICKNAME = multiplicador
export VERILOG_FILES = /design/flow/design.v
export SDC_FILE = /design/flow/constraint.sdc
export NUM_CORES = 4
export LEC_CHECK = 1
export CORE_AREA = 10 10 104 104
export DIE_AREA = 0 0 114 114
export SYNTH_HDL_FRONTEND = slang
==> design/flow/constraint.sdc <==
current_design multiplicador

set clk_period 9.8
set clk_io_pct 0.2

create_clock -name clk0 -period $clk_period

set non_clock_inputs [all_inputs -no_clocks]
set_input_delay [expr $clk_period * $clk_io_pct] -clock clk0 $non_clock_inputs
set_output_delay [expr $clk_period * $clk_io_pct] -clock clk0 [all_outputs]
==> summary.rpt <==
IMPLEMENTATION SUMMARY REPORT
----------------------------------------------------
[Critical path]
  Critical path capture point type ........................ primary output
  Sort of element at the start of the critical path ........................ primary input
  Buffer and inverter count on the worst path ........................ 3
  Top cell by count, worst path ........................ sky130_fd_sc_hd__fa_1
  Cell with the biggest individual delay on the critical path ........................ sky130_fd_sc_hd__fa_1
  Required time worst endpoint ........................ 7.84 ns
  Kind of cell adding the most delay to the critical path ........................ adder cells
  Classification of the worst setup path ........................ primary input to primary output
  Peak per-stage delay on the critical path ........................ 0.54 ns
  Largest fanout of any net on the critical path ........................ 5
  Arrival time of data at the critical path endpoint ........................ 6.17 ns
  Critical path, cell by cell ........................ clkdlybuf4s50_1 -> nand2b_1 -> fa_1 -> fa_1 -> inv_1 -> fa_1 -> ha_1 -> a211oi_1 -> o21ai_0 -> a21oi_1 -> xnor3_1 -> mux2i_1 -> clkdlybuf4s50_1

[STA]
  Period utilisation layout ........................ 82.9%
  Setup violations, final ........................ 0
  Final hold violation count ........................ 0
  Max Freq ........................ 123 MHz
  Slew Viols, Final ........................ 0
  Aggregate negative setup slack ........................ 0 ns
  Unrepaired setup endpoints after global routing ........................ false
  Min Tclk post-route ........................ 8.13 ns

[Place]
  Count of placed standard cells including taps ........................ 224
  Placer Congestion ........................ 0.817
  DPL Wire Length ........................ 1690 um
  Number of buffer cells added on primary ports ........................ 16

[Yosys]
  Yosys adder share ........................ 52.7%
  Distinct cell type count after synthesis ........................ 22
  Synth Warn # ........................ 0
  Main combinational cell family by area after synthesis ........................ adder cells
  AO/OA Area Share ........................ 7.26%
  Post-Syn Area per Cell ........................ 8.70 um2
  Top cells by area in the synthesized netlist ........................ sky130_fd_sc_hd__fa_1, sky130_fd_sc_hd__ha_1, sky130_fd_sc_hd__and2_1
  Simple Share, Synth ........................ 18.2%
  XOR/XNOR Fraction of Synth Area ........................ 9.54%
  Syn Inst Count ........................ 101
  Post-synth top area cell ........................ sky130_fd_sc_hd__fa_1
  Number of cells in Yosys stat ........................ 101
  Sequential area share after synthesis ........................ 0%
  Yosys stat chip area ........................ 878 um2
  Area share, top type ........................ 34.2%
  Portion of netlist area occupied by mux cells ........................ 1.14%
  Post-Synthesis Cell Area ........................ 878 um2

[Global routing]
  Most Used Layer, Global Route ........................ met2
  GR met1 Demand/Resource ........................ 4.02%
  GR Util met3 ........................ 0.319%
  Maximum number of pins on one net before global-route repair ........................ 7
  Tot GR Track Use ........................ 2.78%
  Via count of the first global-routing pass ........................ 703
  Wire length of the first global-routing pass ........................ 3180 um
  Total congestion overflow ........................ 0
  GR Layer Usage met2 ........................ 4.63%
  Number of antenna violations at the first check in global routing ........................ 0

[Detailed routing]
  Total length of routed wires ........................ 1780 um
  Mean routed wirelength per cell ........................ 7.96 um
  Number of vias in the routed layout ........................ 657
  Number of violations reported at the end of detailed-routing iteration 0 ........................ 14
  Post-route DRC violation count ........................ 0
  Via density per instance ........................ 2.93
  Post-route ant nets ........................ 0
  Iteration count of the initial detailed-routing pass ........................ 4
  Diode count ........................ 0

[Flow run]
  Max Cap Viol ........................ 0
  Tool warning count ........................ 32

[Die]
  Core area ........................ 8680 um2
  Die x size ........................ 114 um
  Count of standard-cell rows ........................ 34
  Total Die Area ........................ 13000 um2
  Floorplan-stage core utilization ........................ 10.1%
  Boundary Pins ........................ 17
  Floorplan die height ........................ 114 um

[Layout]
  Final cell count without fillers ........................ 224
  Fill cell instance count of the final layout ........................ 1003
  Area added between synthesis and finish ........................ 32.8%
  Flop area ........................ 0 um2
  Clock buf count ........................ 0
  Layout cells sized above 1 ........................ 0%
  Count of sequential standard cells ........................ 0
  Comb. cell area ........................ 785 um2

[Outcome]
  Run status ........................ complete, no violations

[Pwr]
  PD cells ........................ 97.8 nW/um2
  Leakage ........................ 0.000516 uW
  Worst supply voltage drop on vdd ........................ 25.7 uV

[Worst hold path]
  Tightest Hold Check Type ........................ primary input to primary output

[Clock tree]
  Number of cells upsized or downsized after cts ........................ 0
  Hold Buf Count CTS ........................ 0
  Post-CTS Setup Inserts ........................ 0

----------------------------------------------------
==> cell usage after synthesis (2+ instances only) <==
master,number
sky130_fd_sc_hd__nor2_1,3
sky130_fd_sc_hd__and2_1,14
sky130_fd_sc_hd__xnor2_1,5
sky130_fd_sc_hd__fa_1,15
sky130_fd_sc_hd__o21ai_0,4
sky130_fd_sc_hd__xor2_1,2
sky130_fd_sc_hd__inv_1,23
sky130_fd_sc_hd__nand2b_1,2
sky130_fd_sc_hd__ha_1,13
sky130_fd_sc_hd__nand2_1,7
sky130_fd_sc_hd__a21oi_1,2
==> cell usage in the layout, fill, tap and decap left out <==
cell type,n
sky130_fd_sc_hd__nor2b_1,1
sky130_fd_sc_hd__nor3b_1,1
sky130_fd_sc_hd__nor4b_1,1
sky130_fd_sc_hd__mux2i_1,1
sky130_fd_sc_hd__xnor3_1,1
sky130_fd_sc_hd__fa_1,15
sky130_fd_sc_hd__xor2_1,2
sky130_fd_sc_hd__o21ai_0,4
sky130_fd_sc_hd__a21boi_0,1
sky130_fd_sc_hd__a211oi_1,1
sky130_fd_sc_hd__a21o_1,1
sky130_fd_sc_hd__and2_1,14
sky130_fd_sc_hd__clkdlybuf4s50_1,16
sky130_fd_sc_hd__a21oi_1,2
sky130_fd_sc_hd__nor2_1,3
sky130_fd_sc_hd__ha_1,13
sky130_fd_sc_hd__inv_1,23
sky130_fd_sc_hd__conb_1,1
sky130_fd_sc_hd__xnor2_1,5
sky130_fd_sc_hd__o2111a_1,1
sky130_fd_sc_hd__nand2b_1,2
sky130_fd_sc_hd__nand2_1,7
==> final cells by class <==
| class | instances | area share, % |
|---|---|---|
| tap | 108 | 11.6 |
| inverter | 23 | 7.40 |
| multi-input combinational | 77 | 67.3 |
| timing repair buffer | 16 | 13.7 |
==> worst paths after layout <==
check	startpoint	endpoint	slack, ns	depth (start not counted)
max	A[0]	overflow	1.67	13
min	A[0]	out[0]	4.96	3
==> per-stage QoR <==
step / hold slack (ns) / util (%) / total power, uW / area (um2) / setup slack (ns)
2_1_floorplan: 3.99 / - / 80.3 / 878 / 2.89
3_3_place_gp: 4.99 / 13.4 / 117 / 1170 / 1.60
4_1_cts: 4.98 / 13.4 / 118 / 1170 / 1.60
5_1_grt: 5.00 / 13.4 / 133 / 1170 / 1.49
3_5_place_dp: 4.97 / 13.4 / 117 / 1170 / 1.62
6_report: 4.96 / 13.4 / 114 / 1170 / 1.67
==> where the power goes <==
group	switching, uW	total, uW	internal (uW)
sequential	0	0	0
combinational	52.5	114	61.5
clock	0	0	0
==> metal layers <==
| layer | routed length, um | vias to the layer above | part of all wire [%] |
|---|---|---|---|
| li1 | - | 339 | - |
| met1 | 871 | 311 | 49 |
| met2 | 856 | 7 | 48 |
| met3 | 54 | 0 | 3.0 |
| met4 | 0 | 0 | 0 |
| met5 | 0 | - | 0 |
==> cells by family (layout without fill, tap and decap cells) <==
kind of cell	Yosys count	after routing
adder cells (fa/ha/maj)	28	28
buffers and inverters	24	39
AND-OR/OR-AND	10	10
multiplexers	1	1
AND/OR/NAND/NOR	29	29
other	1	1
XOR/XNOR	8	8
==> worst min-delay path: cells and delay by family <==
| kind | cells | cell delay (ns) |
|---|---|---|
| buffers and inverters | 2 | 0.87 |
| AND/OR/NAND/NOR | 1 | 0.16 |
Power is estimated from default activity; no workload was simulated.
