File: flow/constraint.sdc
current_design divisor

set clk_period 11.7
set clk_io_pct 0.2

create_clock -name clk0 -period $clk_period

set non_clock_inputs [all_inputs -no_clocks]
set_input_delay [expr $clk_period * $clk_io_pct] -clock clk0 $non_clock_inputs
set_output_delay [expr $clk_period * $clk_io_pct] -clock clk0 [all_outputs]
File: flow/design.v
module divisor #(parameter n = 5) (input signed [n-1:0] A, 
													  input signed [n-1:0] B, 
													  output reg [n-1:0] out,
 													  output bit overflow,
													  output bit car);
	reg [n:0] div;	
	assign car = 0;
	always_comb  begin
		div = A/B;
		out = div[n-1:0];
		case (div[n:n-1])
			1'b01: overflow = 1;
			default: overflow = 0;
		endcase
	end
endmodule
File: flow/run.sh
#!/bin/bash
# OpenROAD 26Q1-2900-gdf79404cd8, Yosys 0.63+post, stock flow scripts
make -C /OpenROAD-flow-scripts/flow DESIGN_CONFIG=/design/flow/config.mk WORK_HOME=/design/flow/orfs finish
File: flow/config.mk
export PLATFORM = sky130hd
export DESIGN_NAME = divisor
export DESIGN_NICKNAME = divisor
export VERILOG_FILES = /design/flow/design.v
export SDC_FILE = /design/flow/constraint.sdc
export NUM_CORES = 4
export LEC_CHECK = 1
export CORE_AREA = 10 10 89 89
export DIE_AREA = 0 0 99 99
export SYNTH_HDL_FRONTEND = slang
==> flow_summary.ini <==
; flow metrics
[critical_path]
critical_path_launch_point_type = input pin
worst-endpoint-required_ns = 9.36
crit_path_max_incr_delay_ns = 0.47
worst-setup-path-type = input pin to output pin
crit_slowest_cell = clkdlybuf4s50_1
setup.worst_path.end_class = output pin
path_max_fanout = 6
worst_ep_arrival_time_ns = 8.99

[grt]
antenna_found_initial = 0
grt_pass1_wl_um = 5050
grt_pass1_vias = 1127
globalRouteTotalUtil = 0.05781
overflow = 0
grt_max_degree = 8

[placed_design]
placed_cells = 287
place.gp.congestion = 0.8738
placement.io_buffers = 16
detailed_place_hpwl_um = 2605

[finish]
layout-drive-gt1-share = 0.4409
nClkBuffers = 0
total_area_of_sequential_cells_um2 = 0
layout.core_utilization = 0.3254
layoutNonFillerInstCount = 295
fill_cells = 613
syn2layout_area_growth_pct = 66.99
numSequentialCells = 0

[power_and_ir_drop]
fin_total_pwr_uw = 284.5
power.ir.vdd_worst_mv = 0.08432
p_per_area_nw_per_um2 = 146.0
p_leak_nw = 0.9434

[floorplanning]
fp_util = 0.1949
die_h_um = 99
core-area_um2 = 5991
io_pins = 17
die_area_um2 = 9801
die-width_um = 99
placementRows = 28

[logic_synthesis]
synthDistinctLibCells = 45
synth.yosys.chip_area_um2 = 1167
top_cell_area_share = 0.2572
main_area_contributors_after_synthesis = ha_1 26%, xnor2_1 7.5%, inv_1 6.1%, a21oi_1 4.3%, mux2_2 3.9%
synth_area_um2 = 1167
yosys_warnings = 0
yosysSeqAreaShare = 0
mean_syn_cell_area_um2 = 7.388
netlist_instances = 158
netlist.top_cell.by_area = ha_1
ys_cells = 158

[route]
post-route-drc-count = 0
routed_wirelength_normalized_by_instance_count_um = 10.41
drt-total-wl_um = 3070
via_count = 1274
drt_iter0_drc = 53
drt_pass1_iterations = 4
post_drt_via_cell_ratio = 4.319
num_antenna_cells = 0
antenna_left = 0

[min_path]
min-delay-path-class = input pin to output pin

[status]
outcome = complete, no violations

[job]
cap_viol_max_count = 0
warnings = 33

[timing]
finalMaxSlewViolations = 0
timing_worst_slew_pin_value_ns = 0.7390
highest_attainable_clock_frequency_mhz = 88.24
max_slew_margin = 0.5038
period_needed_ns = 11.33
finalClockPeriodUsage = 0.9686
finalHoldViolCount = 0
timing.final.setup_violations = 0
[synth_stat cells, types with 4 or more instances]
master / n
nor2_1: 8
o21ai_0: 6
nand2_1: 11
nor3_1: 5
xnor2_1: 10
a21oi_1: 10
xor2_1: 5
inv_1: 19
nand2b_1: 4
mux2_2: 4
ha_1: 24
a31oi_1: 4
[path summary, 6_finish.rpt]
kind	startpoint	to	slack [ns]	cells after the start
hold / removal	B[1]	overflow	5.59	8
setup / recovery	A[0]	out[0]	0.37	36
[layout make-up]
class / instances / area, um^2 / share of cell area
Inverter: 19 / 71.32 / 0.03659
Timing Repair Buffer: 65 / 534.3 / 0.2741
Tap cell: 75 / 93.84 / 0.04814
Multi-Input combinational cell: 136 / 1250 / 0.6412
[critical path, delay by kind of cell]
kind | cells | cell delay (ns)
adder cells (fa/ha/maj) | 6 | 1.56
AND-OR/OR-AND | 13 | 1.91
multiplexers | 1 | 0.29
buffers and inverters | 7 | 1.48
AND/OR/NAND/NOR | 9 | 1.38
[power breakdown]
part	internal (mW)	total (mW)	leakage (nW)	switching, mW
Sequential	0	0	0	0
Combinational	0.167	0.285	0.943	0.118
Clock	0	0	0	0
[what timing repair did]
item,4_1_cts,5_1_grt
resized,16,30
pin swaps,15,21
hold buffers,0,0
endpoints found under the setup margin,6,6
setup buffers,3,5
[placed cells by master (no fill, tap or decap), types with 4 or more instances in the layout]
cell,n
buf_4,49
inv_1,18
ha_1,18
xnor2_1,10
nand2_1,9
clkdlybuf4s50_1,9
nor2_1,7
xor2_1,5
dlymetal6s2s_1,5
nand2b_1,4
mux2_2,4
a21oi_2,4
a21oi_1,4
o21ai_0,4
[routing by layer]
metal	vias to the layer above	wire [um]	GRT usage
li1	702	-	-
met4	0	0	0
met5	-	0	0
met2	15	1357	0.09519
met3	0	47	0.003524
met1	557	1665	0.08494
[per-stage QoR]
stage	instance area [um^2]	TNS, ns	hold WS, ns	worst slack, ns
after floorplan	1171	0	4.921	0.5134
after global placement	1703	-1.987	6.066	-0.4540
after detailed placement	1703	-2.137	6.075	-0.4699
after CTS	1799	0	5.885	0.008980
after global routing	1949	-0.1481	5.658	-0.07730
final	1949	0	5.593	0.3670
[logic make-up (layout without fill, tap and decap cells)]
kind of cell / Yosys count / after routing / share of synthesized area
adders and majority gates: 24 / 24 / 0.2572
AOI/OAI and AO/OA: 40 / 40 / 0.2337
and+or+nand+nor: 44 / 44 / 0.2004
muxes: 10 / 10 / 0.1029
xor gates and xnor gates: 15 / 15 / 0.1125
other: 2 / 3 / 0.006433
buffers and inverters: 23 / 84 / 0.08681
No activity file was given, so power comes from the tool's default toggle rates.
